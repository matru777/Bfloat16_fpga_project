## flow/constraint.sdc

```tcl
current_design div

set clk_period 3.5
set clk_io_pct 0.2

create_clock -name clk0 -period $clk_period

set non_clock_inputs [all_inputs -no_clocks]
set_input_delay [expr $clk_period * $clk_io_pct] -clock clk0 $non_clock_inputs
set_output_delay [expr $clk_period * $clk_io_pct] -clock clk0 [all_outputs]
```

## flow/config.mk

```make
export PLATFORM = sky130hd
export DESIGN_NAME = div
export DESIGN_NICKNAME = div
export VERILOG_FILES = /design/flow/design.v
export SDC_FILE = /design/flow/constraint.sdc
export NUM_CORES = 4
export LEC_CHECK = 1
export CORE_AREA = 10 10 70 70
export DIE_AREA = 0 0 80 80
```

## flow/run.sh

```bash
#!/bin/bash
# OpenROAD 26Q1-2900-gdf79404cd8, Yosys 0.63+post, stock flow scripts
make -C /OpenROAD-flow-scripts/flow DESIGN_CONFIG=/design/flow/config.mk WORK_HOME=/design/flow/orfs finish
```

## flow/design.v

```verilog
module bfloat_unpack(
    input [15:0] a,b,
    output reg sign1, sign2,
    output reg [8:0] e1, e2,
    output reg [7:0] m1,m2
);
    always @(*)
    begin
        sign1 = a[15];
        sign2 = b[15];
        e1 = a[14:7];
        e2 = b[14:7];
        m1[7]=1'b1;
        m1[6:0]= a[6:0];
        m2[7]=1'b1;
        m2[6:0]= b[6:0];
    end
endmodule
module bfloat_pack(
    input sign,
    input [8:0] e,
    input [15:0] s,
    output reg [15:0] ans
);
    always @(*)
    begin
        ans[15]=sign;
        ans[14:7]=e[7:0];
        ans[6:0]=s[13:7];
    end
endmodule
module div(
    input [15:0] a,b,
    output wire [15:0] result
);
    wire sign1,sign2;
    wire [7:0] m1,m2;
    wire [8:0] e1,e2;
    bfloat_unpack u1(
        .a(a),
        .b(b),
        .sign1(sign1),
        .sign2(sign2),
        .e1(e1),
        .e2(e2),
        .m1(m1),
        .m2(m2)
    );
    reg sign;
    reg [15:0] m;
    reg [8:0] e;
    integer i;
    reg p;
    reg guard;
    reg round_bit;
    reg sticky;
    reg found;
    always @(*)
    begin
        sign = sign1 ^ sign2;
        m = m1 / m2;
        e=e1-e2+127;
    end
    bfloat_pack p1(
    .sign(sign),
    .e(e),
    .s(m),
    .ans(result)
);
endmodule
```

==> flow_summary.ini <==
; generated from flow reports
[status]
status = completed

[synth]
yosysMostFrequentCell = ha_1
ys_warn_count = 3
synth_area_leader_cell = ha_1
yosys-top-cells-area = ha_1 (38%), buf_4 (14%), xnor2_1 (12%)
yosys-top-cells-count = ha_1 (13), buf_4 (8), inv_1 (8)
synth_area_um2 = 429
synth_cells = 52
yosysChipArea_um2 = 429
top_cell_area_share_pct = 37.9
avgSynthCellArea_um2 = 8.25
yosysUniqueCellTypes = 17
ys_seq_share_pct = 0
ys_cells = 52

[power]
combPwrFrac_pct = 100.0
p_sw_share_pct = 34.0
irDropWorstVdd_v = 0.0000721
leakage_nw = 0.401
power.share.clock_pct = 0
switchingPower_mw = 0.0464
p_per_area_nw_per_um2 = 163
p_seq_share_pct = 0
power.internal_mw = 0.0901

[global_routing]
met2_usage_pct = 4.33
antenna_found_initial = 0
busiest_layer = met1
grt_max_degree = 6
grt_pass1_vias = 455
grt_pass1_wl_um = 1920
use_met1_pct = 5.09
overflow = 0
grt_use_met3_pct = 2.39
grt_usage_pct = 3.51

[placement]
place_ws_ps = -447
gp_congestion = 0.766
placed_cell_area_um2 = 749
dp.cells = 127
hpwlAfterDp_um = 1040
buffer_ports.inserted = 27

[drt]
wl_per_cell_um = 9.31
wl_um = 1210
drtAntennaViolNets = 0
vias_per_cell = 3.22
antenna_cells = 0
drt_iter0_markers = 1
first_pass_iters = 2
vias = 419
drc_errors = 0

[die]
pin_count = 48
dieArea_um2 = 6400
die_h_um = 80
initCoreUtil_pct = 12.6
rows = 21
die_x_um = 80
core-area_um2 = 3420

[final_layout]
design_area_um2 = 836
drive_gt1_share_pct = 25.0
syn_to_final_growth_pct = 94.8
nFillCells = 382
register_area_um2 = 0
flops = 0
final.clkbuf_count = 0
instances_no_fill = 130

[hold_path]
whs_path_depth = 4
min_path_type = in -> out

[final_timing]
fin_ws_ps = 129
period_needed_ps = 3370
finalClockPeriodUsage_pct = 96.3
hold_viol_final = 0
maxSlewViolCount = 0
rsz0062_at_grt = no
whs_ps = 2150
finalSetupViolations = 0
fmax_mhz = 297

[run]
drv_cap = 0
warning_count = 47

[critical_path]
required_ps = 2800
critPathMaxFanout = 2
critPathKind = in -> out
critPathLaunchType = input port
endpoint_kind = output port
worstPathArrival_ps = 2670

[clock_network]
cts_hold_buf = 0
## final timing paths
path	start	to	slack, ps
setup / recovery	b[9]	result[14]	130
hold / removal	b[7]	result[7]	2150
## cells by family after synthesis
group           Yosys count  synth area share, %
buf+inv                  16                 21.0
fa+ha+maj                14                 42.6
compound gates            9                 15.2
xor+xnor                  8                 16.3
simple gates              4                 4.08
other cells               1                0.874
## metal layers
metal / up-vias / routed length (um)
li1: 220 / -
met1: 172 / 592
met2: 27 / 394
met3: 0 / 223
met4: 0 / 0
met5: - / 0
## layout by cell type, fill, tap and decap left out, drive strengths merged
cell,instances
nor2b,1
dlygate4sd2,2
o211ai,1
a21oi,4
clkdlybuf4s50,19
nand2,2
fa,1
xor2,2
buf,8
conb,7
dlymetal6s2s,4
clkbuf,1
xnor2,6
nor2,1
a211oi,1
o21bai,1
a21o,1
inv,8
ha,13
o21ai,1
## stage by stage
stage          total power [mW]  util [%]  TNS (ps)
3_5_place_dp              0.134      21.9     -1140
5_1_grt                   0.158      24.5         0
2_1_floorplan            0.0561         -         0
6_report                  0.137      24.5         0
4_1_cts                   0.136      23.1      -149
3_3_place_gp              0.133      21.9     -1100
## power by group through the flow
stage | clock (mW) | combinational, mW | sequential (mW)
4_1_cts | 0 | 0.136 | 0
5_1_grt | 0 | 0.158 | 0
6_report | 0 | 0.137 | 0
## timing repair
item | 4_1_cts | 5_1_grt
buffers inserted | 1 | 2
setup endpoints to repair | 5 | 3
resized | 10 | 14
pin swaps | 6 | 7
cloned | 0 | 0
## critical path, cell delays in order
cell	delay (ps)
clkdlybuf4s50_1	450
inv_1	60
ha_4	220
fa_2	400
buf_6	130
a211oi_2	200
o21bai_1	120
a21oi_2	150
xnor2_1	120
buf_2	120
## cell type report
type	count	area (um2)	area share, %
multi-input cells	42	424	50.7
repair buffers	34	324	38.8
well taps	46	57.6	6.89
inverters	8	30.0	3.59
Power is estimated from default activity; no workload was simulated.
