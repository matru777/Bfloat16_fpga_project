## flow/run.sh

```bash
#!/bin/bash
# OpenROAD 26Q1-2900-gdf79404cd8, Yosys 0.63+post, stock flow scripts
make -C /OpenROAD-flow-scripts/flow DESIGN_CONFIG=/design/flow/config.mk WORK_HOME=/design/flow/orfs finish
```

## flow/config.mk

```make
export PLATFORM = sky130hd
export DESIGN_NAME = reciprocal
export DESIGN_NICKNAME = reciprocal
export VERILOG_FILES = /design/flow/design.v
export SDC_FILE = /design/flow/constraint.sdc
export NUM_CORES = 4
export LEC_CHECK = 1
export CORE_UTILIZATION = 40
```

## flow/constraint.sdc

```tcl
current_design reciprocal

set clk_period 76.2
set clk_io_pct 0.2

create_clock -name clk0 -period $clk_period

set non_clock_inputs [all_inputs -no_clocks]
set_input_delay [expr $clk_period * $clk_io_pct] -clock clk0 $non_clock_inputs
set_output_delay [expr $clk_period * $clk_io_pct] -clock clk0 [all_outputs]
```

## flow/design.v

```verilog
module reciprocal(
    input [7:0] A,
    output reg [7:0] R
);
    reg[7:0] xn;
    reg[15:0] Axn;
    reg [15:0] diff;
    reg [15:0] pro;
    integer i;
    always@(*)
    begin
        xn=8'b01111111;
        for(i=0;i<3;i=i+1)
        begin
            Axn=A*xn;
            diff=16'b1000000000000000 - Axn;
            pro=xn*(diff>>7);
            xn=pro[14:7];
        end
        R=xn;
    end
endmodule
```

==> Slide: Implementation Results <==
Key Metrics from the Run

Synthesis
  – Post-synth top area cell: fa_1
  – Synthesis area per yosys: 11200 um2
  – Cell Area, Synth: 11200 um2
  – Avg Inst Size Synth: 8.33 um2
  – Library cells used by synthesis: 71
  – Largest cells by area: fa_1, ha_1, inv_1
  – Warnings, synthesis: 1
  – Yosys cell count: 1340
  – Top-area cell share: 0.357
  – Cell count after synthesis: 1340
  – Post-synthesis sequential area ratio: 0

Setup path
  – Most used cell, CP: fa_1
  – Crit Path Class: in -> out
  – Critical Path Fanout Max: 16
  – Critical Path Sink Type: primary output
  – Req. time, crit path: 60960 ps
  – Crit path launch type: input pin
  – Crit-path slowest cell: or4_1
  – CP arrival: 41610 ps
  – Slowest Stage Delay on Critical Path: 630 ps

Die
  – Vert. Die Dim: 169 um
  – Core Footprint: 27200 um2
  – Num rows: 60
  – Ports: 16
  – Chip area: 28600 um2
  – Initial Utilization: 0.411
  – Die X-Extent: 169 um

Worst hold path
  – Worst Hold Class: in -> out

Cells and area
  – Area Growth Syn to Fin: 6.40%
  – CLK BUF: 0
  – Register area: 0 um2
  – Flops: 0
  – Post-route cell area: 11900 um2
  – Util after Layout: 0.437
  – Fraction of layout cells with a size suffix above 1: 0.0450

Routing
  – Post-route DRC: 0
  – Final ANT Viol Nets: 0
  – Starting DRT DRC Count: 257
  – Via/cell ratio: 4.74
  – Via count: 8186
  – ANT cells: 0
  – Post-Route WL: 22900 um
  – WL per Instance: 13.2 um
  – Drt pass-1 iters: 4

Clock network
  – CTS Hold Buffers Added: 0
  – Post-CTS Setup Bufs: 0
  – Post_cts resized: 0

Global route
  – Gr ovfl total: 0
  – M2 GR Usage: 0.300
  – Total Routing Usage GR: 0.189
  – GRT busiest layer: met2
  – Grt met1 use: 0.288
  – Largest net degree at the start of global routing: 18
  – Vias in the first global route: 8740
  – Initial antenna violation count: 0
  – Met3 usage: 0.0379
  – First-pass GRT wire length: 41700 um

Final timing
  – Period minus WS final: 56850 ps
  – Max Freq: 17.6 MHz
  – Worst-Margin Slew: 906 ps
  – RSZ-0062 raised after global routing: false
  – Cycle use final: 0.746
  – Setup TNS: 0 ps
  – Normalized max-slew margin: 0.394
  – Slew Viols, Final: 0
  – Count of final setup violators: 0
  – Hold Violations, Final: 0

Placed design
  – IO Port Bufs: 16
  – Hpwl dp: 19600 um
  – GP Congestion: 0.924
  – Dpl cell area: 11900 um2

Job
  – Tool Warnings: 41
  – Max-cap violations: 0

Run status
  – Status: finished clean
==> cell families after synthesis <==
group / Yosys count / share of synthesized area
and+or+nand+nor: 359 / 0.140
muxes: 2 / 0.00179
adders and majority gates: 403 / 0.585
xor gates and xnor gates: 74 / 0.0629
AOI/OAI and AO/OA: 119 / 0.0805
buffers and inverters: 383 / 0.129
==> path summary, 6_finish.rpt <==
check | startpoint | slack [ps] | depth (start not counted) | to
max | A[1] | 19350 | 97 | R[7]
min | A[0] | 32470 | 10 | R[2]
==> layout make-up <==
| cell class | count | area, um2 |
|---|---|---|
| fillers | 2716 | 15300 |
| multi-input cells | 957 | 9720 |
| inverters | 358 | 1340 |
| well taps | 372 | 465 |
| repair buffers | 41 | 348 |
==> synth_stat cells, types with 3 or more instances <==
cell type,count
nand3_1,11
xnor2_1,44
a21oi_1,29
clkbuf_1,22
nor3_1,13
a21oi_2,3
or2_2,9
fa_1,199
o21bai_1,5
nor2_1,201
o21a_1,11
and3_1,7
ha_1,203
nand2b_1,15
a21o_1,16
a31oi_1,4
or3_1,3
clkinv_1,4
xor2_1,26
o21ai_0,17
nand2_1,77
nor2b_1,5
o211ai_1,3
inv_1,354
a211oi_1,4
==> layout by cell type (no fill, tap or decap), types with 5 or more instances in the layout <==
master / Yosys / routed
fa_1: 199 / 199
nand3_1: 11 / 11
buf_4: 1 / 25
and3_1: 7 / 7
nor3_1: 13 / 13
ha_1: 203 / 203
nor2b_1: 5 / 5
xor2_1: 26 / 26
inv_1: 354 / 354
clkdlybuf4s50_1: 0 / 16
nand2b_1: 15 / 15
o21ai_0: 17 / 17
o21a_1: 11 / 11
a21o_1: 16 / 16
or2_2: 9 / 9
nor2_1: 201 / 201
o21bai_1: 5 / 5
nand2_1: 77 / 77
xnor2_1: 44 / 44
a21oi_1: 29 / 29
==> per-stage QoR <==
step | hold WS (ps) | instances | setup slack [ps]
2_1_floorplan | 31180 | 1340 | 22490
3_3_place_gp | 32480 | 1728 | 19780
3_5_place_dp | 32480 | 1728 | 19370
4_1_cts | 32510 | 1728 | 19280
5_1_grt | 32640 | 1728 | 17580
6_report | 32470 | 1728 | 19350
==> critical path, delay by kind of cell <==
kind | cells | cell delay (ps)
adders and majority gates | 29 | 12900
AOI/OAI and AO/OA | 30 | 6360
xor gates and xnor gates | 7 | 2690
buffers and inverters | 21 | 2420
and+or+nand+nor | 10 | 2030
==> metal layers <==
metal / share of wire / vias up
met4: 0.013 / 0
met3: 0.065 / 16
met5: 0 / -
met1: 0.48 / 3863
met2: 0.44 / 200
li1: - / 4107
