--- /design/flow/run.sh ---
#!/bin/bash
# OpenROAD 26Q1-2900-gdf79404cd8, Yosys 0.63+post, stock flow scripts
make -C /OpenROAD-flow-scripts/flow DESIGN_CONFIG=/design/flow/config.mk WORK_HOME=/design/flow/orfs finish
--- /design/flow/config.mk ---
export PLATFORM = sky130hd
export DESIGN_NAME = bfloat_alu
export DESIGN_NICKNAME = bfloat_alu
export VERILOG_FILES = /design/flow/design.v
export SDC_FILE = /design/flow/constraint.sdc
export NUM_CORES = 4
export LEC_CHECK = 1
export CORE_AREA = 10 10 81 81
export DIE_AREA = 0 0 91 91
--- /design/flow/constraint.sdc ---
current_design bfloat_alu

set clk_period 1.4
set clk_io_pct 0.2

create_clock -name clk0 -period $clk_period [get_ports {clk}]

set non_clock_inputs [all_inputs -no_clocks]
set_input_delay [expr $clk_period * $clk_io_pct] -clock clk0 $non_clock_inputs
set_output_delay [expr $clk_period * $clk_io_pct] -clock clk0 [all_outputs]
--- /design/flow/design.v ---
module bfloat_alu(
    input clk,
    output reg [15:0] result
);
reg [15:0] a[4:0];
reg [15:0] b[4:0];
reg [1:0]  op[4:0];
initial begin 
  a[0] = 16'b0100001110000101;  
  b[0] = 16'b0100000110001000;  
  op[0] = 2'b10;                
  a[1] = 16'b0011110011001101;  
  b[1] = 16'b1100001001000110;  
  op[1] = 2'b10;                
  a[2] = 16'b1100000110001000;  
  b[2] = 16'b1100000110001000;  
  op[2] = 2'b00;                
   a[3] = 16'b0100000110001000;  
   b[3] = 16'b1100000110010000;  
  op[3] = 2'b01;                
  a[4] = 16'b0100000110001000;  
  b[4] = 16'b1100000110001000;  
  op[4] = 2'b00;
end
wire [15:0] add_result[4:0];
wire [15:0] sub_result[4:0];
wire [15:0] mul_result[4:0];
addsub op1 (.a(a[0]), .b(b[0]), .operation(1'b0), .result(add_result[0]));
addsub op2 (.a(a[0]), .b(b[0]), .operation(1'b1), .result(sub_result[0]));
mul    op3 (.a(a[0]), .b(b[0]), .result(mul_result[0]));
addsub op4 (.a(a[1]), .b(b[1]), .operation(1'b0), .result(add_result[1]));
addsub op5 (.a(a[1]), .b(b[1]), .operation(1'b1), .result(sub_result[1]));
mul    op6 (.a(a[1]), .b(b[1]), .result(mul_result[1]));
addsub op7 (.a(a[2]), .b(b[2]), .operation(1'b0), .result(add_result[2]));
addsub op8 (.a(a[2]), .b(b[2]), .operation(1'b1), .result(sub_result[2]));
mul    op9 (.a(a[2]), .b(b[2]), .result(mul_result[2]));
addsub op10 (.a(a[3]), .b(b[3]), .operation(1'b0), .result(add_result[3]));
addsub op11 (.a(a[3]), .b(b[3]), .operation(1'b1), .result(sub_result[3]));
mul     op12 (.a(a[3]), .b(b[3]), .result(mul_result[3]));
addsub op13 (.a(a[4]), .b(b[4]), .operation(1'b0), .result(add_result[4]));
addsub op14 (.a(a[4]), .b(b[4]), .operation(1'b1), .result(sub_result[4]));
mul     op15 (.a(a[4]), .b(b[4]), .result(mul_result[4]));
reg [2:0] count = 0;
always @(posedge clk) begin
    case (op[count])
        2'b00: result <= add_result[count];
        2'b01: result <= sub_result[count];
        2'b10: result <= mul_result[count];
        default: result <= 16'b0;
    endcase
    if (count == 4)
        count <= 0;
    else
        count <= count + 1;
end
endmodule
module bfloat_unpack_for_addsub(
    input [15:0] a,b,
    output reg sign1, sign2,
    output reg [7:0] e1, e2,
    output reg [18:0] m1,m2
);
    always @(*)
    begin
        sign1 = a[15];
        sign2 = b[15];
        e1 = a[14:7];
        e2 = b[14:7];
        m1[18]=1'b0;
        m1[17]=1'b1;
        m1[16:10]= a[6:0];
        m1[9:0] = 10'b0;
        m2[18]=1'b0;
        m2[17]=1'b1;
        m2[16:10]= b[6:0];
        m2[9:0] = 10'b0;
    end
endmodule
module bfloat_pack_for_addsub(
    input sign,
    input [7:0] e,
    input [18:0] s,
    output reg [15:0] ans
);
    always @(*)
    begin
        ans[15]=sign;
        ans[14:7]=e;
        ans[6:0]=s[16:10];
    end
endmodule
module addsub(
    input [15:0] a,b,
    input operation, 
    output wire [15:0] result
);
    wire sign1_u, sign2_u , sign_u;
    wire [18:0] m1_u,m2_u,m_u;
    wire [7:0] e1_u,e2_u,e_u;
    bfloat_unpack_for_addsub u1(
        .a(a),
        .b(b),
        .sign1(sign1_u),
        .sign2(sign2_u),
        .e1(e1_u),
        .e2(e2_u),
        .m1(m1_u),
        .m2(m2_u)
    );
    reg sign1, sign2 , sign;
    reg [18:0] m1,m2,m;
    reg [7:0] e1,e2,e;
    reg [7:0] temp_e;
    reg [18:0] temp_m;
    reg temp_sign;
    integer i;
    reg [4:0] k;
    reg p;
    reg guard;
    reg round_bit;
    reg sticky;
    always @(*)
    begin
        sign1=sign1_u;
        sign2=sign2_u;
        e1=e1_u;
        e2=e2_u;
        m1=m1_u;
        m2=m2_u;
        if(operation==1'b1) sign2=~sign2;
        if(e1<e2) 
        begin
            temp_e=e1;
            e1=e2;
            e2=temp_e;
            temp_m=m1;
            m1=m2;
            m2=temp_m;
            temp_sign=sign1;
            sign1=sign2;
            sign2=temp_sign;
        end
        e=e1;
        m2=m2>>(e1-e2);
        sign=sign1;
        if(sign^sign2==0)
        begin
            m=m1+m2;
            if(m[18]==1'b1)
            begin
                m=m>>1;
                e=e+1;
            end
        end
        else 
        begin
            if(e1==e2 && m1<m2)
            begin
                temp_m=m1;
                m1=m2;
                m2=temp_m;
                temp_sign=sign1;
                sign1=sign2;
                sign2=temp_sign;
                sign=~sign;
            end
            m=m1-m2;
            if(m[17]!=1'b1 && m[18]!=1'b1)
            begin
                k=5'b00000;
                for(i=0;i<=16;i=i+1)
                begin
                    if(m[i]==1'b1)
                    begin
                        k=17-i;
                    end
                end
                m=m<<k;
                e=e-k;
            end
        end
        p=m[10];
        guard=m[9];
        round_bit=m[8];
        sticky= |(m[7:0]);
        if(guard==1'b1)
        begin
            if(round_bit==1'b1 || sticky==1'b1)
            begin
                m=m+(19'b1<<10);
            end
            else if(p==1'b1)
            begin
                m=m+(19'b1<<10);
            end
        end
        if(m[18]==1'b1)
        begin
            m=m>>1;
            e=e+1;
        end
       if(m[16:10]==7'b0)
       begin
           e=8'b0;
       end
    end
    bfloat_pack_for_addsub p1(
        .sign(sign),
        .e(e),
        .s(m),
        .ans(result)
    );
endmodule
module bfloat_unpack_for_mul(
    input [15:0] a,b,
    output reg sign1, sign2,
    output reg [8:0] e1, e2,
    output reg [7:0] m1,m2
);
    always @(*)
    begin
        sign1 = a[15];
        sign2 = b[15];
        e1 = a[14:7];
        e2 = b[14:7];
        m1[7]=1'b1;
        m1[6:0]= a[6:0];
        m2[7]=1'b1;
        m2[6:0]= b[6:0];
    end
endmodule
module bfloat_pack_for_mul(
    input sign,
    input [8:0] e,
    input [15:0] s,
    output reg [15:0] ans
);
    always @(*)
    begin
        ans[15]=sign;
        ans[14:7]=e[7:0];
        ans[6:0]=s[13:7];
    end
endmodule
module mul(
    input [15:0] a,b,
    output wire [15:0] result
);
    wire sign1,sign2;
    wire [7:0] m1,m2;
    wire [8:0] e1,e2;
    bfloat_unpack_for_mul u1(
        .a(a),
        .b(b),
        .sign1(sign1),
        .sign2(sign2),
        .e1(e1),
        .e2(e2),
        .m1(m1),
        .m2(m2)
    );
    reg sign;
    reg [15:0] m;
    reg [8:0] e;
    integer i;
    reg p;
    reg guard;
    reg round_bit;
    reg sticky;
    reg found;
    always @(*)
    begin
        sign = sign1 ^ sign2;
        m = m1 * m2;
        e=e1+e2-127;
        if(m[15]==1'b1)
        begin
            m=m>>1;
            e=e+1;
        end
        p=m[7];
        guard=m[6];
        round_bit=m[5];
        sticky= |(m[4:0]);
        if(guard==1'b1)
        begin
            if(round_bit==1'b1 || sticky==1'b1)
            begin
                m=m+(16'b1<<7);
            end
            else if(p==1'b1)
            begin
                m=m+(16'b1<<7);
            end
        end
        if(m[15]==1'b1)
        begin
            m=m>>1;
            e=e+1;
        end
    end
    bfloat_pack_for_mul p1(
        .sign(sign),
        .e(e),
        .s(m),
        .ans(result)
    );
endmodule
==> impl_metrics.tcl <==
# yosys + openroad results
set metrics [dict create \
    globalplace.congestion 1.03 \
    synth_area_um2 2990 \
    clkSinkCount 17 \
    clockRootBuffer "sky130_fd_sc_hd__clkbuf_8" \
    yosysCellCount 399 \
    lastStage "4_1_cts" \
    fp_util_pct 62.0 \
    number_of_buffers_inserted_during_clock_tree_synthesis 3 \
    die.size.x_um 91 \
    largest_area_contributor_in_the_synthesized_netlist "sky130_fd_sc_hd__dfxtp_1" \
    yosys.area.top_type_share_pct 11.4 \
    postCtsHoldBufs 0 \
    placement.cell_area_um2 4380 \
    io_pins 17 \
    postSynthRegisterBits 17 \
    fp.dieH_um 91 \
    postCtsResizedCells 37 \
    row_count 25 \
    yosysChipArea_um2 2990 \
    clock_path_buffers 2 \
    outcome "stopped before the end" \
    port_buffers 16 \
    synth_cell_types 92 \
    detailedPlacementHpwl_mm 9.14 \
    yosysWarnings 7 \
    synth.avg_cell_area_um2 7.48 \
    flop_cell "sky130_fd_sc_hd__dfxtp_1" \
    post-cts-setup-buffer-count 11 \
    share_of_flip_flops_with_an_asynchronous_set_or_reset_after_synthesis_pct 0 \
    first-error "[ERROR DPL-0036] Detailed placement failed." \
    synth-edff-count 0 \
    cts.htree.levels 1 \
    netlist_top_cells_area "sky130_fd_sc_hd__dfxtp_1, sky130_fd_sc_hd__ha_1, sky130_fd_sc_hd__nand2_1" \
    synthesis.instances 399 \
    synth.yosys.seq_area_share_pct 11.4 \
]
kinds of logic after synthesis:
logic type	synth area share (%)
other	0.252
and+or+nand+nor	28.6
AOI/OAI and AO/OA	36.3
muxes	2.60
buffers and inverters	6.83
xor gates and xnor gates	3.56
DFF	11.4
adders and majority gates	10.5
stage by stage:
stage,setup slack (ps),std cells,TNS [ps]
2_1_floorplan,-2590,406,-26830
3_3_place_gp,-2390,608,-26870
3_5_place_dp,-2540,608,-28670
synthesized netlist by cell type, drive strengths merged (3+ instances only):
library cell / count
and3b: 3
ha: 25
and2: 4
o22ai: 5
nand4: 5
o311ai: 4
clkbuf: 14
nand4b: 3
o31ai: 5
nand3: 16
nor2b: 10
o221ai: 4
and3: 3
nand2: 49
nor3: 6
buf: 13
inv: 17
o21ai: 36
a22oi: 3
xnor2: 7
dfxtp: 17
o211ai: 4
xor2: 3
nor2: 36
nand2b: 8
mux2i: 5
a21oi: 31
a31oi: 8
o2111ai: 4
